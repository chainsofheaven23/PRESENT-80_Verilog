File: flow/run.sh
#!/bin/bash
# OpenROAD 26Q1-2900-gdf79404cd8, Yosys 0.63+post, stock flow scripts
make -C /OpenROAD-flow-scripts/flow DESIGN_CONFIG=/design/flow/config.mk WORK_HOME=/design/flow/orfs finish
File: flow/config.mk
export PLATFORM = sky130hd
export DESIGN_NAME = present_top
export DESIGN_NICKNAME = present_top
export VERILOG_FILES = /design/flow/design.v
export SDC_FILE = /design/flow/constraint.sdc
export NUM_CORES = 4
export LEC_CHECK = 1
export CORE_UTILIZATION = 30
File: flow/constraint.sdc
current_design present_top

set clk_period 4.6
set clk_io_pct 0.2

create_clock -name clk0 -period $clk_period [get_ports {clk}]

set non_clock_inputs [all_inputs -no_clocks]
set_input_delay [expr $clk_period * $clk_io_pct] -clock clk0 $non_clock_inputs
set_output_delay [expr $clk_period * $clk_io_pct] -clock clk0 [all_outputs]
File: flow/design.v
`timescale 1ns / 1ps
module key (
    input  wire       clk,
    input  wire       rst,
    input  wire       enable,
    input  wire [4:0] rounds,    
    input  wire [79:0] key,
    output reg  [63:0] roundk     
);
    reg [79:0] kreg;
    reg [79:0] rotated_key;
    reg [79:0] k2;
    reg [79:0] k3;
    wire [3:0] sbox_in;
    wire [3:0] sbox_out;
    sbox_1 key_sbox (
        .datain(sbox_in),
        .sbox_out(sbox_out)
    );
    assign sbox_in = rotated_key[79:76];
    always @(*) begin
        rotated_key = {kreg[18:0], kreg[79:19]};
        k2 = {sbox_out, rotated_key[75:0]};
        k3 = k2 ^ {60'b0, (rounds + 1), 15'b0};
    end
    always @(posedge clk) begin
        if (rst) begin
            kreg   <= key;           
            roundk <= key[79:16];     
        end else if (enable) begin
            kreg   <= k3;             
            roundk <= k3[79:16];
        end
    end
endmodule
`timescale 1ns / 1ps
module present_top (
    input  wire       clk,
    input  wire       rst,
    input  wire       enable,
    input  wire [63:0] plaintext,
    input  wire [79:0] key_in,
    output reg  [63:0] ciphertext,
    output reg         done
);
    reg  [63:0] state;
    wire [63:0] after_addkey;   
    wire [63:0] sbox_out;
    wire [63:0] p_layer_out;
    wire [63:0] round_key_from_keymod;
    reg  [4:0]  round_count;
    key key_sched (
        .clk(clk),
        .rst(rst),
        .enable(enable),
        .rounds(round_count),
        .key(key_in),  
        .roundk(round_key_from_keymod)
    );
    assign after_addkey = state ^ round_key_from_keymod;
    sbox_1 s0  (.datain(after_addkey[ 3: 0]), .sbox_out(sbox_out[ 3: 0]));
    sbox_1 s1  (.datain(after_addkey[ 7: 4]), .sbox_out(sbox_out[ 7: 4]));
    sbox_1 s2  (.datain(after_addkey[11: 8]), .sbox_out(sbox_out[11: 8]));
    sbox_1 s3  (.datain(after_addkey[15:12]), .sbox_out(sbox_out[15:12]));
    sbox_1 s4  (.datain(after_addkey[19:16]), .sbox_out(sbox_out[19:16]));
    sbox_1 s5  (.datain(after_addkey[23:20]), .sbox_out(sbox_out[23:20]));
    sbox_1 s6  (.datain(after_addkey[27:24]), .sbox_out(sbox_out[27:24]));
    sbox_1 s7  (.datain(after_addkey[31:28]), .sbox_out(sbox_out[31:28]));
    sbox_1 s8  (.datain(after_addkey[35:32]), .sbox_out(sbox_out[35:32]));
    sbox_1 s9  (.datain(after_addkey[39:36]), .sbox_out(sbox_out[39:36]));
    sbox_1 s10 (.datain(after_addkey[43:40]), .sbox_out(sbox_out[43:40]));
    sbox_1 s11 (.datain(after_addkey[47:44]), .sbox_out(sbox_out[47:44]));
    sbox_1 s12 (.datain(after_addkey[51:48]), .sbox_out(sbox_out[51:48]));
    sbox_1 s13 (.datain(after_addkey[55:52]), .sbox_out(sbox_out[55:52]));
    sbox_1 s14 (.datain(after_addkey[59:56]), .sbox_out(sbox_out[59:56]));
    sbox_1 s15 (.datain(after_addkey[63:60]), .sbox_out(sbox_out[63:60]));
    p_layer p_inst (
        .data_in(sbox_out),
        .data_out(p_layer_out)
    );
    always @(posedge clk) begin
        if (rst) begin
            state       <= plaintext;     
            round_count <= 0;
            done        <= 0;
            ciphertext  <= 64'h0;
        end else if (enable && !done) begin
            if (round_count < 31) begin
                state <= p_layer_out;
                round_count <= round_count + 1;
            end else begin
                ciphertext <= state ^ round_key_from_keymod;
                done <= 1;
            end
        end
    end
endmodule
module p_layer(
    input  wire [63:0] data_in,
    output reg  [63:0] data_out
);
always @(*) begin
    data_out[ 0] = data_in[ 0];
    data_out[16] = data_in[ 1];
    data_out[32] = data_in[ 2];
    data_out[48] = data_in[ 3];
    data_out[ 1] = data_in[ 4];
    data_out[17] = data_in[ 5];
    data_out[33] = data_in[ 6];
    data_out[49] = data_in[ 7];
    data_out[ 2] = data_in[ 8];
    data_out[18] = data_in[ 9];
    data_out[34] = data_in[10];
    data_out[50] = data_in[11];
    data_out[ 3] = data_in[12];
    data_out[19] = data_in[13];
    data_out[35] = data_in[14];
    data_out[51] = data_in[15];
    data_out[ 4] = data_in[16];
    data_out[20] = data_in[17];
    data_out[36] = data_in[18];
    data_out[52] = data_in[19];
    data_out[ 5] = data_in[20];
    data_out[21] = data_in[21];
    data_out[37] = data_in[22];
    data_out[53] = data_in[23];
    data_out[ 6] = data_in[24];
    data_out[22] = data_in[25];
    data_out[38] = data_in[26];
    data_out[54] = data_in[27];
    data_out[ 7] = data_in[28];
    data_out[23] = data_in[29];
    data_out[39] = data_in[30];
    data_out[55] = data_in[31];
    data_out[ 8] = data_in[32];
    data_out[24] = data_in[33];
    data_out[40] = data_in[34];
    data_out[56] = data_in[35];
    data_out[ 9] = data_in[36];
    data_out[25] = data_in[37];
    data_out[41] = data_in[38];
    data_out[57] = data_in[39];
    data_out[10] = data_in[40];
    data_out[26] = data_in[41];
    data_out[42] = data_in[42];
    data_out[58] = data_in[43];
    data_out[11] = data_in[44];
    data_out[27] = data_in[45];
    data_out[43] = data_in[46];
    data_out[59] = data_in[47];
    data_out[12] = data_in[48];
    data_out[28] = data_in[49];
    data_out[44] = data_in[50];
    data_out[60] = data_in[51];
    data_out[13] = data_in[52];
    data_out[29] = data_in[53];
    data_out[45] = data_in[54];
    data_out[61] = data_in[55];
    data_out[14] = data_in[56];
    data_out[30] = data_in[57];
    data_out[46] = data_in[58];
    data_out[62] = data_in[59];
    data_out[15] = data_in[60];
    data_out[31] = data_in[61];
    data_out[47] = data_in[62];
    data_out[63] = data_in[63];
end
endmodule
`timescale 1ns / 1ps
module sbox_1(
    input  wire [3:0] datain,
    output reg  [3:0] sbox_out
    );
    always @(*) begin
        case(datain)
            4'h0: sbox_out = 4'hC;
            4'h1: sbox_out = 4'h5;
            4'h2: sbox_out = 4'h6;
            4'h3: sbox_out = 4'hB;
            4'h4: sbox_out = 4'h9;
            4'h5: sbox_out = 4'h0;
            4'h6: sbox_out = 4'hA;
            4'h7: sbox_out = 4'hD;
            4'h8: sbox_out = 4'h3;
            4'h9: sbox_out = 4'hE;
            4'hA: sbox_out = 4'hF;
            4'hB: sbox_out = 4'h8;
            4'hC: sbox_out = 4'h4;
            4'hD: sbox_out = 4'h7;
            4'hE: sbox_out = 4'h1;
            4'hF: sbox_out = 4'h2;
            default: sbox_out = 4'h0;
        endcase
    end
endmodule
==> results.json <==
{
  "grt-busiest-layer": "met2",
  "fmax_mhz": 367,
  "drtIter0Drc": 286,
  "synthCells": 970,
  "area_growth_pct": 30.1,
  "min_path_cells": 2,
  "met3_usage_pct": 8.85,
  "cts_buffers": 27,
  "tritoncts": "built",
  "rsz0062_at_grt": "false",
  "fin_crit_sh_pct": 59.2,
  "syn_avg_cell_area_um2": 12.3,
  "p_int_w": 0.00555,
  "lay_top_count": "clkdlybuf4s50_1",
  "rows": 72,
  "coreArea_mm2": 0.0389,
  "power_per_cell_area_mw_per_mm2": 555,
  "dp_hpwl_um": 26800,
  "relSlewSlack_pct": 45.7,
  "clockBufferDepth": 3,
  "crit_chain": "clkdlybuf4s50_1 -> inv_1 -> nor2_1 -> nand2_1 -> nand2_2 -> buf_12",
  "ioPinCount": 212,
  "grtUsageMet2_pct": 27.5,
  "grt_pass1_vias": 8406,
  "hold_buffers": 0,
  "yosys_warnings": 4,
  "drc": 0,
  "routedWlPerCell_um": 20.4,
  "swShare_pct": 35.6,
  "num_vias": 8078,
  "cts-resized-gates": 0,
  "fp_util_pct": 30.7,
  "seq_power_share_pct": 33.2,
  "worstPathRequired_ps": 4800,
  "n_fill_cell": 3667,
  "pre_cts_ws_ps": 1320,
  "cap_violations": 0,
  "critPathTopFamily": "buffers and inverters",
  "p_leak_nw": 5.77,
  "antenna_found_initial": 3,
  "drt_first_pass_iters": 5,
  "grt_use_met1_pct": 24.3,
  "ys_cells": 970,
  "slowest_stage": "clkdlybuf4s50_1",
  "clk_pin_slew_ps": 60,
  "routabilityCongestion": 0.890,
  "r2r_cells": 5,
  "vdd_drop_max_v": 0.000289,
  "post_cts_buffers": 0,
  "hold_path_class": "register to register",
  "via_per_inst": 4.69,
  "ys_area_mm2": 0.0119,
  "ys.flops": 218,
  "regArea_mm2": 0.00581,
  "track_usage_pct": 18.1,
  "netlist_area_mm2": 0.0119,
  "grt_start_max_net_pins": 68,
  "clkPwrFrac_pct": 24.0,
  "h-tree-depth": 1,
  "tightest_slew_ps": 812,
  "synth.distinct_cells": 32,
  "cp-start-kind": "input port",
  "antenna_left": 0,
  "root_buffer": "clkbuf_16",
  "status": "completed",
  "die.size.y_um": 201,
  "crit_type": "input port to register",
  "warning_count": 93,
  "synth-edff-count": 144,
  "fin_tns_setup_ps": 0,
  "cp.arrival_ps": 2920,
  "numClockSinks": 218,
  "dieArea_mm2": 0.0406,
  "yosys-top-cells-area": "edfxtp_1, dfxtp_1, mux2_2, ha_1, mux4_2",
  "grt-ovfl-total": 0,
  "grt_pass1_wl_um": 51500,
  "worst_slack_ps": 1880,
  "clk_latency_ps": 540,
  "port_buffers": 211,
  "crit_path_max_incr_delay_ps": 590,
  "p_sw_w": 0.00307,
  "path_buffers": 3,
  "final_cell_mix": "clkdlybuf4s50_1, edfxtp_1, mux2_2, ha_1, nor2_1",
  "hold_ws_ps": 496,
  "combGateArea_mm2": 0.00576,
  "largest_area_cell": "edfxtp_1",
  "crit_path_end_kind": "register",
  "layout_min_cycle_time_ps": 2720,
  "async_reset_ff_share_pct": 0,
  "ff_type": "edfxtp_1",
  "setup_viol_count_final": 0,
  "final_layout_size_suffix_gt1_share_pct": 16.6,
  "netlist.area_leader.share_pct": 36.2,
  "crit_path_max_fanout": 49,
  "finalHoldViolCount": 0,
  "finClkSkew_ps": 14.4,
  "critical_path_depth": 6,
  "final_max_slew_viol_count": 0,
  "die_w_um": 201,
  "combPwrFrac_pct": 42.7,
  "wirelength_um": 35000,
  "synth_seq_share_pct": 48.7
}
[flip-flops by register name, indices dropped and copies added, names as in the netlist]
register	flops
done	1
state	64
ciphertext	64
key_sched.sbox_out	4
round_count	5
key_sched.kreg	80
[area by class of cell]
class	instances	area share (%)
sequential	218	37.4
clock inverter	16	0.968
clock buffer	34	4.65
tap	518	4.18
timing repair buffer	224	14.4
antenna	1	0.0161
inverter	52	1.26
multi-input combinational	658	37.1
[stage by stage]
step           instances  util [%]  instance area, um2  power (W)
2_1_floorplan        970         -               11900    0.00546
3_3_place_gp        1670      37.6               14600    0.00654
3_5_place_dp        1670      37.6               14600    0.00660
4_1_cts             1720      39.9               15500    0.00872
5_1_grt             1720      39.9               15500    0.00922
6_report            1721      39.9               15500    0.00862
[worst reg2reg max path, cell delays in order, from the launching register on]
cell and delay, ps:
edfxtp_1 500, xnor2_1 600, inv_1 240, ha_1 380, mux4_2 460, mux2_2 270
[metal layers]
| layer | wire, um | up-vias |
|---|---|---|
| met5 | 8 | - |
| met4 | 653 | 2 |
| met3 | 4010 | 43 |
| met2 | 15900 | 278 |
| met1 | 14500 | 3840 |
| li1 | - | 3915 |
[cells in the mapped netlist (24+ instances only)]
| library cell | number |
|---|---|
| a211oi_1 | 51 |
| nand2_1 | 51 |
| xor2_1 | 51 |
| o21ai_0 | 47 |
| mux4_2 | 31 |
| dfxtp_1 | 74 |
| a21oi_1 | 28 |
| xnor2_1 | 50 |
| ha_1 | 86 |
| edfxtp_1 | 144 |
| inv_1 | 52 |
| mux2i_1 | 41 |
| mux2_2 | 107 |
| clkbuf_1 | 24 |
| nor2_1 | 82 |
[final timing paths]
check / from / to / slack [ps]
max: enable / state[44] / 1880
min: ciphertext[55] / ciphertext[55] / 500
max reg2reg: key_sched.kreg[72] / state[46] / 1900
min reg2reg: ciphertext[55] / ciphertext[55] / 500
[power groups by stage]
stage / registers (W) / clock network, W / logic [W]
4_1_cts: 0.00287 / 0.00212 / 0.00372
5_1_grt: 0.00291 / 0.00219 / 0.00412
6_report: 0.00286 / 0.00207 / 0.00368
[kinds of logic after synthesis]
group | Yosys count | share of synthesized area (%)
compound gates | 130 | 6.59
xor+xnor | 102 | 7.61
fa+ha+maj | 86 | 9.02
buf+inv | 94 | 3.22
flops | 218 | 48.7
mux | 180 | 19.5
simple gates | 160 | 5.38
No activity file was given, so power comes from the tool's default toggle rates.
